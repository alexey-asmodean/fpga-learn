--- flow/config.mk ---
export PLATFORM = sky130hd
export DESIGN_NAME = top
export DESIGN_NICKNAME = top
export VERILOG_FILES = /design/flow/design.v
export SDC_FILE = /design/flow/constraint.sdc
export NUM_CORES = 4
export LEC_CHECK = 1
export CORE_UTILIZATION = 30
--- flow/constraint.sdc ---
current_design top

set clk_period 3.0
set clk_io_pct 0.2

create_clock -name clk0 -period $clk_period [get_ports {CLK}]

set non_clock_inputs [all_inputs -no_clocks]
set_input_delay [expr $clk_period * $clk_io_pct] -clock clk0 $non_clock_inputs
set_output_delay [expr $clk_period * $clk_io_pct] -clock clk0 [all_outputs]
--- flow/design.v ---
module sync #(
    parameter WIDTH = 16,
    parameter PERIOD = 93750  
) (
    input clk,
    output reg clk1 = 1'b0
);
localparam MAX = (PERIOD / 2) - 1;
reg [WIDTH-1:0] ctr = {WIDTH{1'b0}};
always @(posedge clk) begin
    if (ctr == MAX) begin
        ctr <= 0;
        clk1 <= ~clk1;
    end else begin
        ctr <= ctr + 1'b1;
    end
end
endmodule
module debounce #(
    parameter DIV=3
) (
    input clk,
    input key,
    output pos
);
reg [DIV-1:0]ctr = 0;
reg [1:0]last = 1'b0;
reg pressed = 1'b0;
assign pos = {last, pressed} == 3'b110;
wire neg = {last, pressed} == 3'b001;
always @(posedge clk) begin
    ctr <= ctr + 1'b1;
    if (ctr == 0)
        last <= {last[0], key};
    if (pos)
        pressed <= 1'b1;
    else if (neg)
        pressed <= 1'b0;
    else
        pressed <= pressed;
end
endmodule
module display (
    input clk,
    input [15:0] data,
    output [3:0] en,
    output reg [6:0] seg
);
reg [1:0] current = 2'b0;
reg[3:0] digit;
always @(posedge clk) begin
    current <= current + 1'b1;
end
always @(*) begin
    case (current)
    2'd0: digit = data[3:0];
    2'd1: digit = data[7:4];
    2'd2: digit = data[11:8];
    2'd3: digit = data[15:12];
    endcase
end
always @(*) begin
    case (digit)
    4'h0: seg = 7'b1111110;
    4'h1: seg = 7'b0110000;
    4'h2: seg = 7'b1101101;
    4'h3: seg = 7'b1111001;
    4'h4: seg = 7'b0110011;
    4'h5: seg = 7'b1011011;
    4'h6: seg = 7'b1011111;
    4'h7: seg = 7'b1110000;
    4'h8: seg = 7'b1111111;
    4'h9: seg = 7'b1111011;
    4'ha: seg = 7'b1110111;
    4'hb: seg = 7'b0011111;
    4'hc: seg = 7'b1001110;
    4'hd: seg = 7'b0111101;
    4'he: seg = 7'b1001111;
    4'hf: seg = 7'b1000111;
    endcase
end
assign en = 4'b1 << current;
endmodule
module counter #(
    parameter DIV=9
) (
    input clk,
    input enabled,
    input paused,
    input [3:0] hi,
    input [3:0] lo,
    input seconds,
    output reg [3:0]min_hi = 4'd0,
    output reg [3:0]min_lo = 4'd0,
    output reg [2:0]sec_hi = 3'd0,
    output reg [3:0]sec_lo = 4'd0
);
reg [DIV-1:0] fracts = 1'b0;
wire sec_lo_strobe = !paused & fracts == {DIV{1'b1}};
wire sec_hi_strobe = sec_lo_strobe & sec_lo == 4'd0;
wire min_lo_strobe = sec_hi_strobe & sec_hi == 3'd0;
wire min_hi_strobe = min_lo_strobe & min_lo == 4'd0;
always @(posedge clk) begin
    if (!enabled) begin
        sec_lo <= 4'd0;
        sec_hi <= seconds ? 3'd3 : 3'd0;
        min_lo <= lo;
        min_hi <= hi;
    end else begin
        if (enabled & !paused)
            fracts <= fracts + 1'b1;
        if (sec_lo_strobe)
            sec_lo <= sec_lo == 4'd0 ? 4'd9 : sec_lo - 1'b1;
        if (sec_hi_strobe)
            sec_hi <= sec_hi == 3'd0 ? 3'd5 : sec_hi - 1'b1;
        if (min_lo_strobe)
            min_lo <= min_lo == 4'd0 ? 4'd9 : min_lo - 1'b1;
        if (min_hi_strobe)
            min_hi <= min_hi - 1'b1;
    end
end
endmodule
module setup(
    input clk,
    input plus,
    input minus,
    input reset,
    output reg [3:0]hi = 4'd0,
    output reg [3:0]lo = 4'd0,
    output reg seconds = 4'b0
);
always @(posedge clk) begin
    if (reset) begin
        hi <= 4'd0;
        lo <= 4'd0;
        seconds <= 1'b0;
    end else if (plus && !minus && (lo != 4'd9 || hi != 4'd9 || !seconds)) begin
        seconds <= ~seconds;
        if (seconds) begin
            if (lo == 4'd9) begin
                lo <= 4'd0;
                hi <= hi + 1'b1;
            end else begin
                lo <= lo + 1'b1;
            end
        end
    end else if (minus && !plus && (lo != 4'd0 || hi != 4'd0 || seconds)) begin
        seconds <= ~seconds;
        if (!seconds) begin
            if (lo == 4'd0) begin
                lo <= 4'd9;
                hi <= hi - 1'b1;
            end else begin
                lo <= lo - 1'b1;
            end
        end
    end
end
endmodule
module timer #(
    parameter DIV=9
) (
    input clk,
    input plus,
    input minus,
    input start,
    input reset,
    output finish,
    output [15:0] display
);
reg run_mode = 1'b0;
reg paused = 1'b0;
wire [3:0] setup_hi;
wire [3:0] setup_lo;
wire setup_seconds;
wire [3:0] min_hi;
wire [3:0] min_lo;
wire [2:0] sec_hi;
wire [3:0] sec_lo;
counter #(DIV) counter(
    .clk(clk),
    .enabled(run_mode),
    .paused(paused),
    .hi(setup_hi),
    .lo(setup_lo),
    .seconds(setup_seconds),
    .min_hi(min_hi),
    .min_lo(min_lo),
    .sec_hi(sec_hi),
    .sec_lo(sec_lo)
);
setup setup(
    .clk(clk),
    .plus(plus & !run_mode),
    .minus(minus & !run_mode),
    .reset(finish | (reset & !run_mode)),
    .hi(setup_hi),
    .lo(setup_lo),
    .seconds(setup_seconds)
);
assign display = run_mode ? {min_hi, min_lo, 1'b0, sec_hi, sec_lo}
                          : {setup_hi, setup_lo, setup_seconds ? 4'd3 : 4'd0, 4'd0 };
assign finish = run_mode & min_hi == 4'd0 & min_lo == 4'd0 & sec_hi == 3'd0 & sec_lo == 4'd0;
always @(posedge clk) begin
    if (reset | finish) begin
        run_mode <= 1'b0;
        paused <= 1'b0;
    end else if (start & run_mode) begin
        paused <= ~paused;
    end else if (start & (setup_hi != 4'd0 | setup_lo != 4'd0 | setup_seconds)) begin
        run_mode <= 1'b1;
        paused <= 1'b0;
    end
end
endmodule
module beeper #(
    parameter DIV = 10
) (
    input clk,
    input signal,
    output q
);
reg [DIV+1:0] cnt = {DIV+2{1'b1}};
assign q = clk & !cnt[DIV-1];
always @(posedge clk) begin
    if (cnt != {DIV+2{1'b1}} || signal) begin
        cnt <= cnt + 1'b1;
    end
end
endmodule
module top(
    input CLK,
    input S1,
    input S2,
    input S3,
    input S4,
    output DS_EN1,
    output DS_EN2,
    output DS_EN3,
    output DS_EN4,
    output DS_A,
    output DS_B,
    output DS_C,
    output DS_D,
    output DS_E,
    output DS_F,
    output DS_G,
    output BP1
);
wire clk;
wire plus;
wire minus;
wire start;
wire finish;
wire reset;
wire [3:0] en;
wire [15:0] data;
wire beep;
sync sync(CLK, clk);
debounce ds1(clk, ~S1, plus);
debounce ds2(clk, ~S2, minus);
debounce ds3(clk, ~S3, start);
debounce ds4(clk, ~S4, reset);
display display(
    .clk(clk),
    .data(data),
    .en(en),
    .seg({DS_A, DS_B, DS_C, DS_D, DS_E, DS_F, DS_G})
);
assign {DS_EN1, DS_EN2, DS_EN3, DS_EN4} = ~en;
timer timer(
    .clk(clk),
    .plus(plus),
    .minus(minus),
    .start(start),
    .reset(reset),
    .finish(finish),
    .display(data)
);
beeper beeper(clk, finish, beep);
assign BP1 = ~beep;
endmodule
--- flow/run.sh ---
#!/bin/bash
# OpenROAD 26Q1-2900-gdf79404cd8, Yosys 0.63+post, stock flow scripts
make -C /OpenROAD-flow-scripts/flow DESIGN_CONFIG=/design/flow/config.mk WORK_HOME=/design/flow/orfs finish
==> metrics.log <==
[report] implementation figures
INFO  metric most_numerous_cell_types_in_the_synthesized_netlist = 51 x nor2_1, 49 x dfxtp_1, 41 x edfxtp_1, 32 x inv_1, 30 x ha_1
INFO  metric cp-end-kind = output port
INFO  metric cts_made_buffers = 3
INFO  metric utilization = 0.340
INFO  metric wire_length_of_the_first_global_routing_pass = about 12000 um
INFO  metric number_of_flops_mapped_to_enable_cells_by_yosys = between 40 and 50
INFO  metric post_cts.resized_instances = 0
INFO  metric ir_worst_vdd = 0.000186 V
INFO  metric holdWs = 0.466 ns
INFO  metric pin_count = 17
INFO  metric worst_skew_pair.late_latency = 0.25 ns
INFO  metric drv_slew = 0
INFO  metric post_synthesis_cell_count_from_yosys = 445
INFO  metric cts_tree = done
INFO  metric drive_gt1_frac = 0.0484
INFO  metric global_route.overflow_total = 0
INFO  metric overall_global_routing_resource_usage = 0.0932
INFO  metric crit_fanout = 2
INFO  metric wl = 7190 um
INFO  metric dp.cells = between 600 and 700
INFO  metric netlist-cell-type-count = 56
INFO  metric finalClockSkew = 0.00299 ns
INFO  metric timing.final.setup_violations = 0
INFO  metric yosysTopAreaCellShare = 0.268
INFO  metric holdBufCountCts = 0
INFO  metric p_leak = 1.95 nW
INFO  metric ys_ff = around 90
INFO  metric post-cts-setup-buffer-count = 0
INFO  metric run_status = finished clean
INFO  metric launching_instance_or_port_of_the_critical_path = sync.clk1$_DFFE_PN_
INFO  metric nature_of_the_critical_path_startpoint = register
INFO  metric worst_r2r_path_depth = 4
INFO  metric top_cell = nor2_1
INFO  metric ant_nets = 0
INFO  metric grt_start_max_net_pins = 75
INFO  metric pre_cts_ws = about 1.3 ns
INFO  metric path_class = reg -> out
INFO  metric drt_pass1_iterations = 5
INFO  metric worst-endpoint-required = roughly 2.4 ns
INFO  metric final_clock_period_utilization_by_the_worst_path = 0.589
INFO  metric tightest_slew = 0.787 ns
INFO  metric core-area = 14800 um^2
INFO  metric ys_top_cells_by_area = edfxtp_1 27%, dfxtp_1 21%, ha_1 8.2%, xnor2_1 5.3%, nor2_1 4.2%
INFO  metric drv.max_cap_violation_count = 0
INFO  metric postLayoutCellArea = between 5000 and 6000 um^2
INFO  metric first_global_vias = 2780
INFO  metric timing.setup.tns = 0 ns
INFO  metric netlist_area = 4590 um^2
INFO  metric fp_util = 0.311
INFO  metric die_w = 126 um
INFO  metric fillerInstances = 1450
INFO  metric reg2reg_setup_slack = about 1.3 ns
INFO  metric yosysWarningCount = 7
INFO  metric gp_congestion = 0.777
INFO  metric postSynthAreaPerCell = between 10 and 15 um^2
INFO  metric worst_slack = ~1.2 ns
INFO  metric placedInstanceArea = slightly below 5000 um^2
INFO  metric io_buffer_count = 16
INFO  metric die-area = 15800 um^2
INFO  metric ff_type = dfxtp_1
INFO  metric min-delay-start = sync.ctr[0]$_SDFF_PN0_
INFO  metric drc = 0
INFO  metric power_density = ~100 nW/um^2
INFO  metric clock_tree.root_cell = clkbuf_16
INFO  metric antenna_cells = 0
INFO  metric unclocked_pins = between 70 and 80
INFO  metric post_synth_inst_count = 445
INFO  metric wl_per_cell = roughly 11 um
INFO  metric vias = 3007
INFO  metric path_clk_slew = 0.05 ns
INFO  metric grt_antenna_before_repair = 0
INFO  metric htree_levels = 1
INFO  metric min_delay_path_depth = 1
INFO  metric yosys.stat.seqShare = 0.481
INFO  metric startpoint_of_the_worst_register_to_register_path = sync.ctr[10]$_SDFF_PN0_
INFO  metric openroad.warnings = 41
INFO  metric chipHeight = 126 um
INFO  metric min_period = 1.77 ns
INFO  metric netlist.top_cell.by_area = edfxtp_1
INFO  metric timing_hold_violations_final = 0
INFO  metric critPathArrivalTime = 1.17 ns
INFO  metric rsz0062_at_grt = no
INFO  metric floorplan.rows = roughly 44
INFO  metric cts_max_path_buffers = 2
INFO  metric initialDrtViolationCount = 117
INFO  metric layout.cells.non_filler = 639
INFO  metric fmax = 0.566 GHz
INFO  metric maxSlewHeadroom = 0.474
INFO  metric unconstrained_endpoints = 124
INFO  metric dp_hpwl = 5430 um
INFO  metric synth.yosys.chip_area = ~4600 um^2
INFO  metric synthArstFlopShare = 0
INFO  metric areaGrowthSynthToFinish = 9.04%
INFO  metric power = 501 uW
INFO  metric vias_per_cell = 4.71
INFO  metric worst_hold_path_type = reg -> reg
-- power breakdown --
part           leakage, nW  switching, mW  internal [mW]  total (mW)
clock network       0.0371         0.0862          0.180       0.266
logic                 1.11        0.00134        0.00483     0.00617
registers            0.805              0          0.229       0.229
-- worst max-delay path, cell delays in order, from the launching register on --
cell             delay, ns
edfxtp_1              0.39
nand2b_1              0.08
clkdlybuf4s50_1       0.45
-- metal layers --
| metal | up-vias | GRT usage | share of wire |
|---|---|---|---|
| met4 | 0 | 0.0113 | 0.011 |
| met3 | 2 | 0.0117 | 0.022 |
| met1 | 1409 | 0.146 | 0.52 |
| met2 | 35 | 0.147 | 0.44 |
| li1 | 1561 | - | - |
| met5 | - | 0 | 0 |
-- cell type report --
class | instances | area, um^2 | area share
Clock buffer | 3 | 75.1 | 0.0150
Clock inverter | 1 | 7.51 | 0.00150
Inverter | 32 | 120 | 0.0240
Multi-Input combinational cell | 309 | 2170 | 0.434
Sequential cell | 90 | 2210 | 0.442
Tap cell | 184 | 230 | 0.0460
Timing Repair Buffer | 20 | 190 | 0.0380
-- cells by family after synthesis --
group                      synth area share
AOI/OAI and AO/OA                    0.0923
muxes                                0.0417
adders and majority gates            0.0904
and+or+nand+nor                       0.165
DFF                                   0.481
xor gates and xnor gates             0.0839
buffers and inverters                0.0452
-- flip-flops by register name (all words and copies together), names as in the netlist, 4 cells and up --
register              cells
sync.ctr                 16
beeper.cnt               12
timer.counter.fracts      9
timer.counter.min_hi      4
timer.counter.min_lo      4
timer.counter.sec_lo      4
timer.setup.hi            4
timer.setup.lo            4
-- worst paths after layout --
kind	end
min reg2reg	sync.ctr[0]$_SDFF_PN0_
max reg2reg	sync.clk1$_DFFE_PN_
max	BP1
min	sync.ctr[0]$_SDFF_PN0_
-- layout by cell type (no fill, tap or decap), types with 7 or more instances in the layout --
cell	netlist	final
a21oi_1	20	20
and3_1	11	11
clkdlybuf4s50_1	0	16
dfxtp_1	49	49
edfxtp_1	41	41
ha_1	30	30
inv_1	32	32
mux2_2	7	7
mux2i_1	9	9
nand2_1	27	27
nand3_1	19	19
nand4_1	7	7
nor2_1	51	51
nor2b_1	10	10
o21ai_0	13	13
xnor2_1	28	28
xor2_1	16	16
Power figures rest on the tool's default switching activity, not on a simulated workload.
